==> /design/flow/design.v <==
module pc_update(clk,PC,Cnd,icode,valC,valM,valP,PC_new);
  input clk;
  input Cnd;
  input [3:0]  icode;
  input [63:0] valC;
  input [63:0] valP;
  input [63:0] valM;
  input [63:0] PC;
  output reg [63:0] PC_new;
  always@(*)
  begin
    PC_new = valP;
    if(icode==4'b0111)  
    begin
      if(Cnd==1'b1)
      begin
        PC_new = valC;
      end
    end
    else if(icode==4'b1000)  
    begin
      PC_new = valC;
    end
    else if(icode==4'b1001)  
    begin
      PC_new = valM;
    end
    end
endmodule
==> /design/flow/run.sh <==
#!/bin/bash
# OpenROAD 26Q1-2900-gdf79404cd8, Yosys 0.63+post, stock flow scripts
make -C /OpenROAD-flow-scripts/flow DESIGN_CONFIG=/design/flow/config.mk WORK_HOME=/design/flow/orfs finish
==> /design/flow/config.mk <==
export PLATFORM = sky130hd
export DESIGN_NAME = pc_update
export DESIGN_NICKNAME = pc_update
export VERILOG_FILES = /design/flow/design.v
export SDC_FILE = /design/flow/constraint.sdc
export NUM_CORES = 4
export LEC_CHECK = 1
export CORE_AREA = 10 10 146 146
export DIE_AREA = 0 0 156 156
==> /design/flow/constraint.sdc <==
current_design pc_update

set clk_period 11.7
set clk_io_pct 0.2

create_clock -name clk0 -period $clk_period

set non_clock_inputs [all_inputs -no_clocks]
set_input_delay [expr $clk_period * $clk_io_pct] -clock clk0 $non_clock_inputs
set_output_delay [expr $clk_period * $clk_io_pct] -clock clk0 [all_outputs]
==> ds_physical_params.txt <==
Table: implementation figures

Parameter                              Value

Run status
  Result of the run .................. finished clean

Global routing
  Vias in the first global route .................. 2717
  Routing usage on met3 .................. 0.0274
  Wire length of the first global-routing pass .................. 16200 µm
  Global routing usage on met2 .................. 0.139
  Most used routing layer .................. met2
  Global routing met1 resource utilization .................. 0.101
  Maximum number of pins on one net before global-route repair .................. 65
  Antenna violations before repair .................. 0
  Total routing resource utilization after global routing .................. 0.0810
  Congestion Overflow GR .................. 0

Synth
  Area fraction in and, or, nand and nor cells .................. 0.0392
  Syn Inst Count .................. 161
  Post-synthesis share of cell area spent on and-or and or-and gates .................. 0.854
  Xor/xnor share of the synthesized area .................. 0
  Largest family of logic cells by area .................. AND-OR/OR-AND gates
  Post-synthesis mux area share .................. 0
  Post-Synthesis Mean Instance Area .................. 9.92 µm²
  Netlist area before placement .................. 1600 µm²
  Count of yosys warnings during synthesis .................. 1
  Yosys stat area .................. 1600 µm²
  Number of cell instances after yosys synthesis .................. 161
  Share of synthesized cell area in full adder, half adder and majority cells .................. 0
  Number of distinct library cells after synthesis .................. 14
  Sequential area share after synthesis .................. 0
  Area share of the largest cell type after synthesis .................. 0.564
  Yosys top cell by area .................. a2bb2oi_2
  Post-synth area hogs .................. a2bb2oi_2, o22ai_1, buf_6, buf_2, a32oi_4

Final timing
  Fmax .................. 134 MHz
  Share of the clock period used by the worst path after layout .................. 0.636
  Min cycle time layout .................. 7.44 ns
  Final setup fails .................. 0
  Headroom to the max-slew limit .................. 0.494
  Worst Tran Pin Value .................. 0.758 ns
  Slew Limit Fails .................. 0
  Unrepaired setup endpoints after global routing .................. false
  Sum Neg Setup Slack .................. 0 ns
  Number of hold-slack violations in the final timing report .................. 0

Clock tree
  Setup Fix Bufs, Post-CTS .................. 0
  Number of cells upsized or downsized after cts .................. 0
  Number of hold buffers added after CTS .................. 0

Pwr
  Maximum vdd drop .................. 0.0110 mV
  Static leakage .................. 1.44 nW
  Power density relative to cell area .................. 37.4 nW/µm²

Final layout
  Final Instance Area .................. 4390 µm²
  Area Growth Syn to Fin .................. 175%
  Share of final-layout standard cells stronger than drive strength 1 .................. 0.177
  Flop count .................. 0
  Clock buffers .................. 0
  FF/Latch Area .................. 0 µm²

Critical path
  Worst Path Arrival .................. 5.10 ns
  Category of the critical setup timing path .................. input port to primary output
  CP max FO .................. 38
  Required time of the worst setup path .................. 9.36 ns
  Worst setup EP type .................. primary output
  Type of origin of the critical path .................. input port

Routing
  Number of vias per cell .................. 4.00
  Total routed wirelength .................. 10900 µm
  Average routed wire per standard cell .................. 17.3 µm
  Residual antenna-violating net count after detailed routing .................. 0
  Count of routing violations after the opening detailed-route iteration .................. 92
  Total number of vias .................. 2521
  Ant diodes .................. 0
  Residual DRC .................. 0
  Iteration tally of the first detailed-router pass .................. 4

Run
  Count of maximum capacitance violations .................. 0
  Tool Warnings .................. 97

Placement
  Placed wire-length estimate .................. 8910 µm
  IO Port Bufs .................. 261
  Dpl cell area .................. 4390 µm²
  Global placement routability congestion .................. 0.779

Floorplanning
  Boundary pin count .................. 326
  Number of rows in the core area .................. 49
  Die height .................. 156 µm
  Placeable core region .................. 18100 µm²
  Die width .................. 156 µm
  Starting utilization of the core area .................. 0.0883
  Die ar. .................. 24300 µm²

Min path
  WHS Endpoint .................. PC_new[52]
  Hold Path Cell Cnt .................. 3
  Startpoint of the lowest-slack hold path .................. valC[52]
  Kind of path behind the tightest hold check .................. input port to primary output
==> cell usage in the layout (no fill, tap or decap) <==
cell and n:
and2_4 1, clkdlybuf4s50_1 261, a2bb2oi_1 3, a32oi_4 1
buf_4 5, o22ai_1 64, nand3_4 1, a2bb2oi_2 60
inv_1 1, nor2b_4 1, nand4bb_4 1, nor3b_4 1
o2bb2a_1 1
==> critical path, stage by stage <==
cell,delay [ns]
clkdlybuf4s50_1,0.61
nor2b_4,0.09
a32oi_4,0.22
buf_4,0.43
buf_4,0.58
o2bb2a_1,0.25
clkdlybuf4s50_1,0.51
==> through the flow <==
step                      utilization  hold WS (ns)  instances  power, mW  setup slack, ns
after global placement          0.243          5.63        630      0.164             4.25
final                           0.243          5.62        630      0.164             4.26
after global routing            0.243          5.65        630      0.175             4.11
after floorplan                     -          4.76        161     0.0520             6.17
after CTS                       0.243          5.63        630      0.167             4.20
after detailed placement        0.243          5.62        630      0.166             4.20
==> worst max path at each step <==
stage / start / slack [ns] / to
CTS: icode[3] / 4.20 / PC_new[50]
finish: icode[3] / 4.26 / PC_new[50]
global route: icode[3] / 4.11 / PC_new[50]
==> cells by family (layout without fill, tap and decap cells) <==
group | count (synthesis) | in the layout
AOI/OAI and AO/OA | 129 | 129
buffers and inverters | 27 | 267
and+or+nand+nor | 5 | 5
==> metal layers <==
metal	share of wire	vias up	routed length, µm
met4	0.0048	0	52
met3	0.11	4	1160
met5	0	-	0
met2	0.48	154	5290
li1	-	1211	-
met1	0.40	1152	4420
==> power breakdown <==
group	switching, mW	total, mW	leakage (nW)	internal (mW)
clock network	0	0	0	0
logic	0.0414	0.164	1.44	0.123
registers	0	0	0	0
==> layout make-up <==
class,count,area (µm²)
fill,1890,13700
timing repair buffer,266,2650
multi-input combinational,134,1450
tap,229,287
inverter,1,3.75
==> Yosys cell counts <==
| master | count |
|---|---|
| o2bb2a_1 | 1 |
| a2bb2oi_2 | 60 |
| inv_1 | 1 |
| buf_1 | 6 |
| nand4bb_1 | 1 |
| nor2b_4 | 1 |
| a32oi_4 | 1 |
| nand3_2 | 1 |
| and2_4 | 1 |
| buf_2 | 13 |
| buf_6 | 7 |
| nor3b_4 | 1 |
| o22ai_1 | 64 |
| a2bb2oi_1 | 3 |
No activity file was given, so power comes from the tool's default toggle rates.
